$ cat design/flow/run.sh
#!/bin/bash
# OpenROAD 26Q1-2900-gdf79404cd8, Yosys 0.63+post, stock flow scripts
make -C /OpenROAD-flow-scripts/flow DESIGN_CONFIG=/design/flow/config.mk WORK_HOME=/design/flow/orfs finish
$ cat design/flow/design.v
`timescale 1ns / 1ps
module atraso_inicio(
    input wire clk,
    input wire iniciar,      
    input wire [2:0] atraso, 
    output reg pronto        
);
    reg [2:0] contador;  
     always @(posedge clk) begin
        if (iniciar) begin
            if (contador < atraso) begin
                contador <= contador + 1;  
                pronto <= 0;  
            end else begin
                pronto <= 1;  
            end
        end else begin
            pronto <= 0;  
        end
    end
endmodule
$ cat design/flow/config.mk
export PLATFORM = sky130hd
export DESIGN_NAME = atraso_inicio
export DESIGN_NICKNAME = atraso_inicio
export VERILOG_FILES = /design/flow/design.v
export SDC_FILE = /design/flow/constraint.sdc
export NUM_CORES = 4
export LEC_CHECK = 1
export CORE_AREA = 10 10 70 70
export DIE_AREA = 0 0 80 80
$ cat design/flow/constraint.sdc
current_design atraso_inicio

set clk_period 2.0
set clk_io_pct 0.2

create_clock -name clk0 -period $clk_period [get_ports {clk}]

set non_clock_inputs [all_inputs -no_clocks]
set_input_delay [expr $clk_period * $clk_io_pct] -clock clk0 $non_clock_inputs
set_output_delay [expr $clk_period * $clk_io_pct] -clock clk0 [all_outputs]
==> flow_summary.toml <==
# implementation run metrics
[clocking]
cts_buffer_depth = 2
h-tree-depth = 1
clk_pin_slew_ns = 0.04
post-cts-setup-buffers = 0
cts_buffers = 3
clockRootBuffer = "clkbuf_4"
cts_tree = "done"
clock-sinks = 4
cts-resized-gates = 0
hold_buffers = 0
clkLatencyLatePin_ns = 0.23

[power_and_ir_drop]
clkPwrFrac = 0.419
finalPower_mw = 0.261
peakVddDrop_v = 0.000230
p_switching_mw = 0.0580
swShare = 0.222
p_per_area_nw_per_um2 = 779
leakagePower_nw = 0.133
p_int_mw = 0.203
power_frac_comb = 0.158
p_seq_frac = 0.423

[global_route]
grt_max_degree = 4
grt_overflow = 0
grt_usage = 0.0135
grt_pass1_vias = 150
grt_pass1_wl_um = 648
antenna_found_initial = 0

[detailed_routing]
antenna_left = 0
via_per_inst = 1.75
num_antenna_cells = 0
firstDrtPassIters = 2
via_count = 128
initialDrtViolationCount = 1
drt_wl_total_um = 406
wl_per_cell_um = 5.56
route.detailed.drc = 0

[final_timing]
slew_headroom = 0.847
tightest_slew_ns = 0.228
hold_viol = 0
setup_tns_ns = 0
slew_violations = 0
period_used_share = 0.868
finalWorstSetupSlack_ns = 0.265
final-setup-viol-count = 0
rsz0062_at_grt = "false"
max_freq_mhz = 576
finalClockSkew_ns = 0.00337
period_minus_slack_ns = 1.74

[critical_path]
crit_fanout = 3
cp_num_buf_inv = 2
cp-start-kind = "input port"
worstReg2RegStart = "contador[2]"
cpPeakStageDelay_ns = 0.45
critPathSlowestCell = "clkdlybuf4s50_1"
timing.rr.end = "contador[1]"
crit_start = "atraso[2]"
rrSetupSlack_ns = 0.53
cp-end-kind = "register"
cp_top_family = "buffers and inverters"
crit_type = "input port to register"
required_ns = 1.92
crit_arrival_ns = 1.65
crit_path_cell_trace = "clkdlybuf4s50_1 > inv_1 > ha_1 > a21oi_1 > o21ai_1 > nor2_1"
reg2reg_depth = 4

[placed_design]
port_buffers = 5
dp_cells = 69
place_ws_ns = 0.0185
gp_congestion = 0.697
hpwl_um = 313

[synth]
syn_avg_cell_area_um2 = 11.2
ys_cells = 18
ys_area_um2 = 201
postSynthCellCount = 18
ys_seq_elements = 4
netlist_area_um2 = 201
ys_warn_count = 1
yosysUniqueCellTypes = 11
postSynthSeqShare = 0.547

[layout]
fin_cells = 73
final_core_util = 0.0982
syn2layout_area_growth_pct = 66.5
layout_top_cells = "5 x clkdlybuf4s50_1, 4 x inv_1, 3 x ha_1, 3 x clkbuf_4, 3 x edfxtp_1"
drive_above_1_share = 0.111
lay_top_count = "clkdlybuf4s50_1"

[worst_hold_path]
hold_end = "contador[1]"
hold_path_depth = 1
hp-class = "register to register"
min_from = "contador[1]"

[die]
core.rowCount = 21
dieArea_um2 = 6400
ios = 6
core_um2 = 3420
dieHeight_um = 80
fp_util = 0.0590
fp.dieW_um = 80

[job]
maxCapViolations = 0
warnings = 25

[status]
status = "complete, no violations"
cell families after synthesis:
| logic type | synth area share |
|---|---|
| buffers and inverters | 0.0745 |
| and+or+nand+nor | 0.0994 |
| DFF | 0.547 |
| adders and majority gates | 0.186 |
| AOI/OAI and AO/OA | 0.0496 |
| xor gates and xnor gates | 0.0435 |
per-layer routing:
layer | wire length, µm | global-route usage
met1 | 282 | 0.0228
met2 | 87 | 0.0104
met3 | 36 | 0.00909
met4 | 0 | 0.00528
met5 | 0 | 0
sequential cells by signal, summed over array words and instances, names as in the netlist:
name / count
contador: 3
pronto: 1
through the flow:
stage          hold WS (ns)  cell area, µm²
2_1_floorplan         0.522             201
3_3_place_gp          0.559             309
3_5_place_dp          0.572             309
4_1_cts               0.581             335
5_1_grt               0.601             335
6_report              0.579             335
cell usage after synthesis:
cell type | count | share of area
and2_1 | 1 | 0.031
dfxtp_1 | 1 | 0.099
inv_1 | 4 | 0.075
edfxtp_1 | 3 | 0.45
nand2_1 | 1 | 0.019
ha_1 | 3 | 0.19
nor2b_1 | 1 | 0.031
a21oi_1 | 1 | 0.025
xor2_1 | 1 | 0.043
nor2_1 | 1 | 0.019
o21ai_1 | 1 | 0.025
final cells by class:
cell class / count / area (µm²)
fillers: 409 / 3080
well taps: 46 / 57.6
inverters: 4 / 15.0
clock buffers: 4 / 26.3
repair buffers: 5 / 50.0
multi-input cells: 10 / 76.3
flip-flops and latches: 4 / 110
power by group through the flow:
stage	combinational, mW	sequential, mW	clock [mW]
after CTS	0.0425	0.110	0.118
after global routing	0.0482	0.112	0.125
final	0.0412	0.111	0.110
worst max path at each step:
stage	depth (start not counted)	slack, ns	endpoint
finish	6	0.26	contador[1]
CTS	6	0.26	contador[1]
global route	6	0.14	contador[1]
Power is estimated from default activity; no workload was simulated.
